==> design/flow/design.v <==
package common;
  typedef enum logic [3:0] {
    ALU_SLL  = 4'b0000,   
    ALU_SRL  = 4'b0001,   
    ALU_SRA  = 4'b0010,   
    ALU_ADD  = 4'b0100,
    ALU_SUB  = 4'b0101,
    ALU_LUI  = 4'b0110,   
    ALU_XOR  = 4'b1000,
    ALU_OR   = 4'b1001,
    ALU_AND  = 4'b1010,
    ALU_SLT  = 4'b1100,   
    ALU_SLTU = 4'b1101    
  } alu_op_type;
  typedef enum logic [1:0] {
    Forward_def = 2'b00,   
    Forward_ex_mem = 2'b10,   
    Forward_mem_wb = 2'b01     
  } mux_control_type;
  typedef enum logic [2:0] {
    FUNCT3_ADDI = 3'b000
  } funct3_type;
  typedef enum logic [2:0] {
    BRANCH_BEQ  = 3'b000,
    BRANCH_BNE  = 3'b001,
    BRANCH_BLT  = 3'b100,
    BRANCH_BGE  = 3'b101,
    BRANCH_BLTU = 3'b110,
    BRANCH_BGEU = 3'b111
  } branch_type;
  typedef enum logic [6:0] {OPCODE_I_TYPE = 7'b0010011} opcode_type;
  typedef enum logic [2:0] {
    R_TYPE,
    I_TYPE,
    S_TYPE,
    B_TYPE,
    U_TYPE,
    J_TYPE
  } encoding_type;
  typedef struct packed {
    alu_op_type ALUOp;
    encoding_type encoding;
    logic ALUSrc;
    logic MemRead;
    logic MemWrite;
    logic RegWrite;
    logic MemtoReg;
    logic is_branch;
    branch_type BranchType;
  } control_type;
  typedef struct packed {
    logic [6:0] funct7;
    logic [4:0] rs2;
    logic [4:0] rs1;
    logic [2:0] funct3;
    logic [4:0] rd;
    logic [6:0] opcode;
  } instruction_type;
endpackage
module serial_to_parallel(
    input  logic       clock,
    input  logic       reset_n,
    input  logic       start_bit,
    input  logic       serial_data,
    input  logic       parity_enable,
    output logic       data_valid,
    output logic [7:0] data,
    output logic       parity_error);
    logic       active;
    logic [3:0] counter;
    always_ff @(posedge clock or negedge reset_n) begin
        if(~reset_n) begin
            data_valid   <= '0;
            data         <= '0;
            counter      <= '0;
            active       <= '0;  
            parity_error <= '0;
        end
        else begin
            if (data_valid) begin
                data_valid   <= '0;
                parity_error <= '0;
            end
            if (start_bit || active) begin
                if (counter <= 7) begin
                    data[counter] <= serial_data;
                end
                if (counter == (parity_enable ? 8 : 7)) begin
                    if (parity_enable) begin
                        parity_error <= (serial_data ^ data[7] ^ data[6] ^ data[5] ^ data[4] ^ data[3] ^ data[2] ^ data[1] ^ data[0]);
                    end
                    data_valid <= 1'b1;
                    active     <= '0;
                    counter    <= '0;
                end
                else begin
                    active  <= 1'b1;
                    counter <= counter + 1;
                end
            end
        end
    end
endmodule
==> design/flow/run.sh <==
#!/bin/bash
# OpenROAD 26Q1-2900-gdf79404cd8, Yosys 0.63+post, stock flow scripts
make -C /OpenROAD-flow-scripts/flow DESIGN_CONFIG=/design/flow/config.mk WORK_HOME=/design/flow/orfs finish
==> design/flow/config.mk <==
export PLATFORM = sky130hd
export DESIGN_NAME = serial_to_parallel
export DESIGN_NICKNAME = serial_to_parallel
export VERILOG_FILES = /design/flow/design.v
export SDC_FILE = /design/flow/constraint.sdc
export NUM_CORES = 4
export LEC_CHECK = 1
export CORE_AREA = 10 10 85 85
export DIE_AREA = 0 0 95 95
==> design/flow/constraint.sdc <==
current_design serial_to_parallel

set clk_period 3.0
set clk_io_pct 0.2

create_clock -name clk0 -period $clk_period [get_ports {clock}]

set non_clock_inputs [all_inputs -no_clocks]
set_input_delay [expr $clk_period * $clk_io_pct] -clock clk0 $non_clock_inputs
set_output_delay [expr $clk_period * $clk_io_pct] -clock clk0 [all_outputs]
==> notes.md <==
Summary of the current implementation state.

- The run finished with clean final reports.
- For reference, full adder, half adder and majority cells occupy 7.22% of the area reported after synthesis.
- After clock tree synthesis, the flow added hold-fix buffers numbering 0.
- The number of antenna violations at the first check in global routing is 0, for reference.
- The initial DRC count is 15, for reference.
- The fraction of the mapped netlist area in simple logic gates is 17.5%, for reference.
- The routed layout has 645 vias.
- The maximum clock skew at final layout is 5.79 ps, for reference.
- The register-to-register path setup slack is 710 ps, for reference.
- According to the report, the first pass of detailed routing completed in 3 iterations.
- The sequential element share of the synthesized area is 43.3%, for reference.
- In this run the biggest area consumer among cell types represents 43.3% of the synthesized area.
- The TritonCTS buffer count is 3, for reference.
- The horizontal die dimension reported for this design is 95 µm.
- The XOR/XNOR share of the synthesized area is 9.67%, for reference.
- The launching element type of the critical path is a flip-flop, for reference.
- The number of global-route vias before repair came to 667.
- The flop and latch count out of synthesis is 15, for reference.
- The number of cells in the design after placement is 168, for reference.
- The accumulated negative setup slack is 0 ps, for reference.
- The post-synthesis cell count from yosys is 86, for reference.
- For this design, the sink count on the clock tree is 15.
- The worst reg2reg path endpoint is data[4]$_DFFE_PN0P_, for reference.
- STA shows the worst min-delay path finishing at parity_error$_DFF_PN0_.
- The number of different library cells used by synthesis comes to 30.
- The worst slack at placement is 641 ps, for reference.
- The start point of the worst min-delay path is parity_error$_DFF_PN0_, for reference.
- The area of the synthesized netlist per yosys stat is 867 µm², for reference.
- The finished layout holds 172 standard cells, fillers aside.
- Clock latency on the worst-skew pair, taken at its later pin, is 250 ps.
- The setup path with the least slack is of type reg2reg.
- In this build the clock could be raised as far as 436 MHz.
- The post-CTS setup repair buffer count is 0, for reference.
- 15 I/O pins were placed.
- The total power divided by cell area is 1070 mW/mm², for reference.
- TritonCTS built the clock tree.
- The critical path capture point type is a flip-flop, for reference.
- In this run the VDD rail shows a maximum IR drop of 0.554 mV.
- The number of max-cap violations is 0, for reference.
- The overflow left after global routing is 0, for reference.
- The instance tally after logic synthesis is 86, for reference.
- The share of final-layout standard cells stronger than drive strength 1 is 9.00%, for reference.
- The first global-routing pass estimated 3310 µm of wire.
- The cell leakage power is 0.447 nW, for reference.
- The synthesized cell area is 867 µm², for reference.
- In this run the vertical extent of the chip is 95 µm.
- For reference, the top logic cell family by area is simple AND/OR/NAND/NOR gates.
- The class of the tightest hold or removal check is reg2reg, for reference.
- After its last routability iteration, the placer logged a weighted congestion of 0.766.
- The worst-case headroom to the max-slew limit is 55.3%, for reference.
- Counting along the longest clock path gives a buffer depth of 2.
- The count of antenna-violating nets left after detailed routing is 0, for reference.
- The worst register-to-register path begins at counter[0]$_DFFE_PN0N_.
- The completed layout was analyzed and its total power is 0.00121 W.
- Max-slew check failures listed in the final report amount to 0.
- The average size of a mapped cell is 10.1 µm², for reference.
- The yosys warning tally is 1, for reference.
- The hold violation count in the final report is 0, for reference.
- Once the floorplan was initialized, standard cells occupied 15.8% of the core.
- Post-CTS repair changed the size of 0 cells.
- The total area inside the core boundary comes to 0.00547 mm².
- In this run the layout overhead on the synthesized area is reported as 29.9%.
- The top fanout value on the critical path is 11, for reference.
- The critical path data arrival time is 2420 ps, for reference.
- Setup repair after global routing left no endpoint under its margin.
- The antenna diode count is 0, for reference.
- The die covers 0.00903 mm².
- By area the synthesized netlist is led by sky130_fd_sc_hd__dfrtp_1 (43%), sky130_fd_sc_hd__o21ai_0 (8.7%), sky130_fd_sc_hd__ha_1 (7.2%), sky130_fd_sc_hd__xnor2_1 (4.0%), sky130_fd_sc_hd__xor2_1 (3.0%).
- The script logs the mean routed wire length per placed instance as 11.1 µm.
- The share of the core filled with cells is 20.6%, for reference.
- The filler cell count is 622, for reference.
- The required arrival time at the worst endpoint is 3120 ps, for reference.
- The hold-critical path depth is 2, for reference.
- The number of warnings reported in the stage logs is 29.
- The period utilization is 76.4%, for reference.
- The largest total area in the synthesized netlist belongs to sky130_fd_sc_hd__dfrtp_1.
- The maximum number of pins on one net before global-route repair is 16, for reference.
- The smallest clock period supported by the final layout is computed as 2290 ps.
- The fraction of synthesized area in multiplexers is 3.90%, for reference.
- Input and output buffers added on the ports amount to 14.
- For this run, the detailed router reports a per-instance via density of 3.75.
- The clock tree root buffer cell is sky130_fd_sc_hd__clkbuf_8, for reference.
- TritonRoute reported its final design rule violation total as 0.
- The worst-margin pin slew is 668 ps, for reference.
- The setup violation total in the final timing report is 0, for reference.
- After detailed routing, the total wire length is 1910 µm.
- Summing the areas of all compound-gate instances in the mapped netlist gives 14.3% of the synthesized area.
- The final timing report gives a worst setup slack of 708 ps.
- The global-route total usage across every layer is 4.43%, for reference.
- Clock-pin slew was measured on the worst setup and hold paths at 60 ps.
- The standard-cell row count is 27, for reference.
- Looking at the clock tree report, the H-tree level count equals 1.
- Counting cells, the worst reg-to-reg path comes to 6.
[cells by family (layout without fill, tap and decap cells)]
group,Yosys count,after routing
adders and majority gates,5,5
AOI/OAI and AO/OA,21,21
muxes,3,3
and+or+nand+nor,25,25
buffers and inverters,9,23
xor gates and xnor gates,8,8
DFF,15,15
[cell usage after synthesis]
cell / number
sky130_fd_sc_hd__a21oi_1: 1
sky130_fd_sc_hd__a2bb2oi_1: 1
sky130_fd_sc_hd__a311oi_1: 1
sky130_fd_sc_hd__a41oi_1: 1
sky130_fd_sc_hd__and2_1: 1
sky130_fd_sc_hd__and3_1: 1
sky130_fd_sc_hd__buf_2: 2
sky130_fd_sc_hd__clkbuf_1: 2
sky130_fd_sc_hd__dfrtp_1: 15
sky130_fd_sc_hd__ha_1: 5
sky130_fd_sc_hd__inv_1: 5
sky130_fd_sc_hd__mux2_1: 1
sky130_fd_sc_hd__mux2_2: 2
sky130_fd_sc_hd__nand2_1: 2
sky130_fd_sc_hd__nand2b_1: 1
sky130_fd_sc_hd__nand3_1: 4
sky130_fd_sc_hd__nand3b_1: 2
sky130_fd_sc_hd__nand4_1: 1
sky130_fd_sc_hd__nand4b_1: 2
sky130_fd_sc_hd__nor2_1: 4
sky130_fd_sc_hd__nor3_1: 1
sky130_fd_sc_hd__nor3_2: 2
sky130_fd_sc_hd__o2111ai_1: 2
sky130_fd_sc_hd__o21ai_0: 15
sky130_fd_sc_hd__or2_2: 1
sky130_fd_sc_hd__or3_1: 2
sky130_fd_sc_hd__or4_1: 1
sky130_fd_sc_hd__xnor2_1: 4
sky130_fd_sc_hd__xnor3_1: 1
sky130_fd_sc_hd__xor2_1: 3
[metal layers]
layer | share of wire [%] | vias up | track usage [%] | wire length [µm]
met1 | 54 | 299 | 6.65 | 1040
li1 | - | 337 | - | -
met2 | 44 | 7 | 6.64 | 833
met3 | 1.6 | 2 | 0.801 | 30
met4 | 0.52 | 0 | 0.623 | 10
met5 | 0 | - | 0 | 0
[worst max-delay path: stages, from the launching register on]
cell,delay [ps]
sky130_fd_sc_hd__dfrtp_1,570
sky130_fd_sc_hd__inv_1,170
sky130_fd_sc_hd__ha_1,250
sky130_fd_sc_hd__xor2_1,150
sky130_fd_sc_hd__or4_1,530
sky130_fd_sc_hd__nor3_2,160
sky130_fd_sc_hd__mux2_1,330
[worst max-delay path by stage]
stage / start / endpoint / slack [ps] / depth (start not counted)
after global routing: counter[0]$_DFFE_PN0N_ / data[4]$_DFFE_PN0P_ / 560 / 6
after CTS: counter[0]$_DFFE_PN0N_ / data[4]$_DFFE_PN0P_ / 710 / 6
final: counter[0]$_DFFE_PN0N_ / data[4]$_DFFE_PN0P_ / 710 / 6
[flip-flops by register name (all words and copies together), names as in the netlist]
| register | count |
|---|---|
| counter | 4 |
| parity_error | 1 |
| data | 8 |
| data_valid | 1 |
| active | 1 |
[layout by cell type (no fill, tap or decap), types with 3 or more instances in the layout]
cell type,count
sky130_fd_sc_hd__clkbuf_8,3
sky130_fd_sc_hd__clkdlybuf4s50_1,14
sky130_fd_sc_hd__dfrtp_1,15
sky130_fd_sc_hd__ha_1,5
sky130_fd_sc_hd__inv_1,5
sky130_fd_sc_hd__nand3_1,4
sky130_fd_sc_hd__nor2_1,4
sky130_fd_sc_hd__o21ai_0,15
sky130_fd_sc_hd__xnor2_1,4
sky130_fd_sc_hd__xor2_1,3
[metrics by stage]
stage | instance area [µm²] | hold slack [ps]
after global placement | 1080 | 500
after CTS | 1130 | 543
after detailed placement | 1080 | 524
final | 1130 | 530
after floorplan | 867 | 304
after global routing | 1130 | 584
[area by class of cell]
class | instances | area, µm² | area share [%]
clock buffer | 3 | 41.3 | 3.67
sequential | 15 | 375 | 33.3
inverter | 5 | 18.8 | 1.67
clock inverter | 1 | 5.00 | 0.444
multi-input combinational | 62 | 455 | 40.4
tap | 72 | 90.1 | 8.00
timing repair buffer | 14 | 140 | 12.4
[power breakdown]
| group | switching (W) | total, W | internal [W] |
|---|---|---|---|
| Sequential | 0.000124 | 0.000417 | 0.000293 |
| Clock | 0.0000703 | 0.000162 | 0.0000918 |
| Combinational | 0.000273 | 0.000628 | 0.000355 |
No activity file was given, so power comes from the tool's default toggle rates.
