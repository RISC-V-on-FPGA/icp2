## flow/run.sh

```bash
#!/bin/bash
# OpenROAD 26Q1-2900-gdf79404cd8, Yosys 0.63+post, stock flow scripts
make -C /OpenROAD-flow-scripts/flow DESIGN_CONFIG=/design/flow/config.mk WORK_HOME=/design/flow/orfs finish
```

## flow/config.mk

```make
export PLATFORM = sky130hd
export DESIGN_NAME = data_to_fifo
export DESIGN_NICKNAME = data_to_fifo
export VERILOG_FILES = /design/flow/design.v
export SDC_FILE = /design/flow/constraint.sdc
export NUM_CORES = 4
export LEC_CHECK = 1
export CORE_UTILIZATION = 40
```

## flow/constraint.sdc

```tcl
current_design data_to_fifo

set clk_period 7.4
set clk_io_pct 0.2

create_clock -name clk0 -period $clk_period [get_ports {clock}]

set non_clock_inputs [all_inputs -no_clocks]
set_input_delay [expr $clk_period * $clk_io_pct] -clock clk0 $non_clock_inputs
set_output_delay [expr $clk_period * $clk_io_pct] -clock clk0 [all_outputs]
```

## flow/design.v

```verilog
package common;
  typedef enum logic [3:0] {
    ALU_SLL  = 4'b0000,   
    ALU_SRL  = 4'b0001,   
    ALU_SRA  = 4'b0010,   
    ALU_ADD  = 4'b0100,
    ALU_SUB  = 4'b0101,
    ALU_LUI  = 4'b0110,   
    ALU_XOR  = 4'b1000,
    ALU_OR   = 4'b1001,
    ALU_AND  = 4'b1010,
    ALU_SLT  = 4'b1100,   
    ALU_SLTU = 4'b1101    
  } alu_op_type;
  typedef enum logic [1:0] {
    Forward_def = 2'b00,   
    Forward_ex_mem = 2'b10,   
    Forward_mem_wb = 2'b01     
  } mux_control_type;
  typedef enum logic [2:0] {
    FUNCT3_ADDI = 3'b000
  } funct3_type;
  typedef enum logic [2:0] {
    BRANCH_BEQ  = 3'b000,
    BRANCH_BNE  = 3'b001,
    BRANCH_BLT  = 3'b100,
    BRANCH_BGE  = 3'b101,
    BRANCH_BLTU = 3'b110,
    BRANCH_BGEU = 3'b111
  } branch_type;
  typedef enum logic [6:0] {OPCODE_I_TYPE = 7'b0010011} opcode_type;
  typedef enum logic [2:0] {
    R_TYPE,
    I_TYPE,
    S_TYPE,
    B_TYPE,
    U_TYPE,
    J_TYPE
  } encoding_type;
  typedef struct packed {
    alu_op_type ALUOp;
    encoding_type encoding;
    logic ALUSrc;
    logic MemRead;
    logic MemWrite;
    logic RegWrite;
    logic MemtoReg;
    logic is_branch;
    branch_type BranchType;
  } control_type;
  typedef struct packed {
    logic [6:0] funct7;
    logic [4:0] rs2;
    logic [4:0] rs1;
    logic [2:0] funct3;
    logic [4:0] rd;
    logic [6:0] opcode;
  } instruction_type;
endpackage
module data_to_fifo(
    input logic         clock,
    input logic         reset_n,
    input logic         data_valid,
    input logic [7:0]   data,
    input logic         parity_error,
    input logic         fifo_request_data,
    output logic        fifo_empty,
    output logic        fifo_overflow,
    output logic [7:0]  fifo_data);
    parameter depth = 4;
    logic [depth-1:0][7:0] fifo_buffer;
    logic [depth-1:0] fifo_write_pointer, fifo_read_pointer;
    logic [depth-1:0] counter;
    logic overflow;
    always_ff @(posedge clock or negedge reset_n) begin
        if (~reset_n) begin
            fifo_write_pointer <= '0;
            fifo_read_pointer <= '0;
            fifo_empty <= '1;
            fifo_overflow <= '0;
            fifo_data <= '0;
            overflow = '0;
            counter = '0;
        end
        else begin
            fifo_empty <= (counter == 0 ? 1 : 0);
            if (fifo_request_data==1 && counter != 0) begin
                fifo_data <= fifo_buffer[fifo_read_pointer];
                fifo_read_pointer = (fifo_read_pointer == depth-1 ? 0 : fifo_read_pointer+1);
                counter -= 1;
                overflow = 0;
            end
            if (data_valid==1 && parity_error==0 && overflow==0) begin
                if (counter < depth) begin
                    fifo_buffer[fifo_write_pointer] = data;
                    fifo_write_pointer = (fifo_write_pointer == depth-1 ? 0 : fifo_write_pointer+1);
                    counter += 1;
                end
                else overflow = 1;
            end
            fifo_overflow <= overflow;
        end
    end
endmodule
```

==> notes.md <==
run results: core area=between 6000 and 7000 sq um, CTS tree=done, Max H-tree Level=2, I/O Pins=23, Die Wd=84.5 microns, Synth Flop Type=edfxtp_1, post-synth top area cell=edfxtp_1, Buf/Inv on CP=3, clock latency reported for the late side of the worst-skew pair=0.31 ns, Worst-path clk slew=0.10 ns, initial antenna violation count=0, Mapped Area=2720 sq um, clk sink count=54, clock group share of total power=0.190, most numerous logic cell after layout=edfxtp_1, library cells used by synthesis=~46, max_cap viols=0, Synth Seq Share=0.556, antenna-violating nets left=0, CP Class=input pin to flip-flop, Gate Count Post-Synth=191, die height=roughly 84 microns, CP delay by family, top=buffers and inverters, buffer depth of the longest clock path=2, port buffer count=22, register area=1510 sq um, routed vias=1654, final wirelength=5090 microns, Peak Freq=0.295 GHz, Clock Skew=roughly 0.011 ns, most common logic cells in the final layout=32 x edfxtp_1, 24 x a22o_1, 22 x clkdlybuf4s50_1, maximum VDD drop=0.000133 V, outcome=complete, no violations, critical path peak fanout=32, Area leader share=0.353, Hold WC Path Type=flip-flop to flip-flop, most used cell, CP=buf_4, post-layout period usage of the worst path=0.459, switching part of the total power=0.325, Hold Fails Final Rpt=0, global-route wire length before repair=roughly 8500 microns, Max stage delay on crit path=0.56 ns, critical path's slowest cell=clkdlybuf4s50_1, Area Growth Syn to Fin=15.5%, register share of total power=0.430, GRT overflow=0, filler cell count=548, CTS resizes=0, cell internal pwr=about 750 uW, switching power=363 uW, Sum Neg Setup Slack=0 ns, Final Setup Violations=0, Synth warnings=1, Final Critical Period=3.39 ns, Cell Chain, Critical Path=clkdlybuf4s50_1 -> o21ai_1 -> buf_4 -> a221oi_4 -> and2_1 -> buf_4, Post-synth area hogs=edfxtp_1 35%, dfrtp_1 19%, a22o_1 7.7%, final slew viol count=0, final setup margin=4.01 ns, die area=7130 sq um, Power per Cell Area=about 360 nW/um^2, Detailed Routing Iterations Pass 1=4, Setup crit start kind=input pin, Async SR Flop Fraction=0.407, Final HPWL DP=3360 microns, GRT Util Overall=0.164, row count=29, Slew @ Worst Pin=0.952 ns, Comb area=1140 sq um, flip-flops with a built-in enable=32, Hold WS=0.513 ns, Ant. Diodes=0, CP required=7.37 ns, ys cells=191, layout cells sized above 1=0.212, slew margin rel.=0.360, hold_buf cts=0, Comb power frac=0.379, post-CTS setup repair buffer count=0, RSZ-0062 raised after global routing=false, root buffer cell=clkbuf_8, CP arrival=3.36 ns, number of DRC markers in iteration 0=45, DP Worst Slack=approximately 3.7 ns, per-cell routed wire length=17.3 microns, yosys synthesis chip area=2720 sq um, Tool Warnings=26, gp weighted congestion=0.783, Initial Util=0.421, drc violations=0, synthesis-stage register bit count=54, Setup crit end kind=flip-flop, largest net degree at the start of global routing=33, Leak Pwr=0.00122 uW, vias in the first global route=1689, TritonCTS Buffers=5, vias per cell=5.63, Mean Syn Cell Area=14.2 sq um
[logic make-up (layout without fill, tap and decap cells)]
family                     Yosys count  count (layout)  share of synthesized area
muxes                               26              26                      0.152
xor gates and xnor gates             5               5                     0.0161
and+or+nand+nor                     45              45                     0.0966
DFF                                 54              54                      0.556
buffers and inverters               13              39                     0.0235
AOI/OAI and AO/OA                   42              42                      0.128
adders and majority gates            6               6                     0.0276
[final cells by class]
type,instances,area share
inverter,5,0.00597
multi-input combinational,124,0.364
sequential,54,0.481
clock buffer,6,0.0263
clock inverter,2,0.0123
tap,77,0.0307
timing repair buffer,26,0.0796
[routing by layer]
metal  vias to the layer above  part of all wire  GRT usage
met3                         5             0.094     0.0817
met4                         0             0.010     0.0139
li1                        792                 -          -
met1                       801              0.46      0.263
met2                        56              0.44      0.223
met5                         -                 0     0.0210
[state kept, by name, summed over array words and instances (netlist names)]
register	count
fifo_write_pointer	4
fifo_read_pointer	4
fifo_buffer	32
fifo_data	8
fifo_empty	1
counter	4
fifo_overflow	1
[per-stage QoR]
step           cells  utilization  power [uW]  instance area (sq um)
2_1_floorplan    191            -         774                   2720
3_3_place_gp     286        0.468         914                   3020
3_5_place_dp     286        0.468         915                   3020
4_1_cts          294        0.487        1130                   3140
5_1_grt          294        0.487        1200                   3140
6_report         294        0.487        1120                   3140
[cell usage after synthesis, types with 2 or more instances]
cell      instances
edfxtp_1         32
ha_1              6
dfrtp_1          21
nor2_1            7
nand4_1           2
inv_1             5
or3_1             2
nor2b_1           2
nand3_1           2
xnor2_1           5
nor4b_2           2
mux2_2            9
a22o_1           24
clkbuf_1          5
o21ai_0           6
buf_6             2
nand2b_1          3
nand2_1          14
mux2_4            8
mux4_2            8
[power by group through the flow]
stage | clock [uW] | sequential (uW) | combinational, uW
6_report | 213 | 481 | 424
5_1_grt | 231 | 498 | 473
4_1_cts | 219 | 484 | 428
[worst register-to-register path: stages (launching register included)]
cell and delay [ns]:
dfrtp_1 0.45, inv_1 0.10, ha_1 0.25, nor4b_2 0.33
a32oi_1 0.21, a221oi_4 0.50, and2_1 0.19, buf_4 0.37
[path summary, 6_finish.rpt]
kind / start / to / slack [ns] / cells past startpoint
hold reg to reg: fifo_data[3] / fifo_data[3] / 0.51 / 1
setup / recovery: fifo_request_data / fifo_buffer[22] / 4.01 / 6
setup reg to reg: counter[0] / fifo_buffer[22] / 4.65 / 7
hold / removal: fifo_data[3] / fifo_data[3] / 0.51 / 1
min in group asynchronous: reset_n / fifo_read_pointer[2] / 1.51 / 2
max in group asynchronous: reset_n / fifo_empty / 5.61 / 2
Power figures rest on the tool's default switching activity, not on a simulated workload.
