==> /design/flow/design.v <==
package common;
  typedef enum logic [3:0] {
    ALU_SLL  = 4'b0000,   
    ALU_SRL  = 4'b0001,   
    ALU_SRA  = 4'b0010,   
    ALU_ADD  = 4'b0100,
    ALU_SUB  = 4'b0101,
    ALU_LUI  = 4'b0110,   
    ALU_XOR  = 4'b1000,
    ALU_OR   = 4'b1001,
    ALU_AND  = 4'b1010,
    ALU_SLT  = 4'b1100,   
    ALU_SLTU = 4'b1101    
  } alu_op_type;
  typedef enum logic [1:0] {
    Forward_def = 2'b00,   
    Forward_ex_mem = 2'b10,   
    Forward_mem_wb = 2'b01     
  } mux_control_type;
  typedef enum logic [2:0] {
    FUNCT3_ADDI = 3'b000
  } funct3_type;
  typedef enum logic [2:0] {
    BRANCH_BEQ  = 3'b000,
    BRANCH_BNE  = 3'b001,
    BRANCH_BLT  = 3'b100,
    BRANCH_BGE  = 3'b101,
    BRANCH_BLTU = 3'b110,
    BRANCH_BGEU = 3'b111
  } branch_type;
  typedef enum logic [6:0] {OPCODE_I_TYPE = 7'b0010011} opcode_type;
  typedef enum logic [2:0] {
    R_TYPE,
    I_TYPE,
    S_TYPE,
    B_TYPE,
    U_TYPE,
    J_TYPE
  } encoding_type;
  typedef struct packed {
    alu_op_type ALUOp;
    encoding_type encoding;
    logic ALUSrc;
    logic MemRead;
    logic MemWrite;
    logic RegWrite;
    logic MemtoReg;
    logic is_branch;
    branch_type BranchType;
  } control_type;
  typedef struct packed {
    logic [6:0] funct7;
    logic [4:0] rs2;
    logic [4:0] rs1;
    logic [2:0] funct3;
    logic [4:0] rd;
    logic [6:0] opcode;
  } instruction_type;
endpackage
import common::*;
module alu (
    input wire [3:0] control,
    input wire [31:0] left_operand,
    input wire [31:0] right_operand,
    output logic ZeroFlag,
    output logic [31:0] result
);
  always_comb begin
    case (control)
      ALU_SLL: result = left_operand << (right_operand % 32);
      ALU_SRL: result = left_operand >> (right_operand % 32);
      ALU_SRA: begin
        if (left_operand[31] == 1) begin
          result = ~left_operand;
          result = result >> (right_operand % 32);
          result = ~result;
        end else begin
          result = left_operand >> (right_operand % 32);
        end
      end
      ALU_ADD: result = left_operand + right_operand;
      ALU_SUB: result = left_operand - right_operand;
      ALU_LUI: result = right_operand;
      ALU_AND: result = left_operand & right_operand;
      ALU_OR:  result = left_operand | right_operand;
      ALU_XOR: result = left_operand ^ right_operand;
      ALU_SLTU: result = left_operand < right_operand;
      ALU_SLT: begin
        if (left_operand[31] == 1 && right_operand[31] == 1) begin
          result = ((~left_operand) + 1) > ((~right_operand) + 1);
        end else if (left_operand[31] == 1 && right_operand[31] == 0) begin
          result = 1;
        end else if (left_operand[31] == 0 && right_operand[31] == 1) begin
          result = 0;
        end else begin
          result = left_operand < right_operand;
        end
      end
      default: result = left_operand + right_operand;
    endcase
  end
endmodule
==> /design/flow/run.sh <==
#!/bin/bash
# OpenROAD 26Q1-2900-gdf79404cd8, Yosys 0.63+post, stock flow scripts
make -C /OpenROAD-flow-scripts/flow DESIGN_CONFIG=/design/flow/config.mk WORK_HOME=/design/flow/orfs finish
==> /design/flow/config.mk <==
export PLATFORM = sky130hd
export DESIGN_NAME = alu
export DESIGN_NICKNAME = alu
export VERILOG_FILES = /design/flow/design.v
export SDC_FILE = /design/flow/constraint.sdc
export NUM_CORES = 4
export LEC_CHECK = 1
export CORE_UTILIZATION = 40
==> /design/flow/constraint.sdc <==
current_design alu

set clk_period 15.0
set clk_io_pct 0.2

create_clock -name clk0 -period $clk_period

set non_clock_inputs [all_inputs -no_clocks]
set_input_delay [expr $clk_period * $clk_io_pct] -clock clk0 $non_clock_inputs
set_output_delay [expr $clk_period * $clk_io_pct] -clock clk0 [all_outputs]
==> notes.md <==
Synthesis and place-and-route results.

- The flow ran to the end, and the final reports show no timing, DRC or antenna violations.
- OpenSTA, run right after detailed placement, puts the worst setup slack at around 3.9 ns.
- The timing report attributes the biggest portion of critical-path delay to simple AND/OR/NAND/NOR gates.
- The layout cell share with drive strength beyond 1 is ~8.5%.
- The synthesized area per cell is approximately 7 sq um.
- The summed area of non-filler cells in the final layout is ~0.012 sq mm.
- The routed design shows a wire length per standard cell of roughly 26 um.
- According to the floorplan log, the row count is between 60 and 70.
- For this block, the via count after detailed routing is ~13000.
- The first global-routing pass estimated 79200 um of wire.
- Max-cap violations in this run came to 0.
- For this design, Yosys synthesis ends with a cell count of about 1600.
- Once the clock tree was built, the resizer swapped 0 gates to a different size.
- After Yosys synthesis, and, or, nand and nor cells account for ~22% of the synthesized area.
- The post-synthesis chip area from yosys is ~0.011 sq mm.
- For this block, the initial DRC count from the detailed router was approximately 1600.
- The wire-length estimate of the detail-placed layout is between 40000 and 50000 um.
- The worst setup path is launched from an input port.
- Wires add up to roughly 52000 um.
- The initial antenna violation count is 2.
- In the finished layout, the clock tree contains a buffer count of 0.
- The area used by multi-input combinational logic is 0.01035 sq mm.
- The y dimension of the die is approximately 170 um.
- The count of nets left with antenna violations once routing finished came out at 0.
- The final hold violation count is 0.
- The OpenROAD report gives the critical path a required time of around 12 ns.
- The leakage component of the power was reported as 4.866 nW.
- After detailed routing, the number of remaining DRC violations is 0.
- In this run the horizontal extent of the chip is 170.3 um.
- The number of top-level pins is 101.
- The largest single stage delay on the critical path is approximately 0.61 ns.
- The area growth from synthesis to layout is 9.673%.
- The per-cell via count in the routed design is roughly 6.6.
- The tally of yosys warning messages is 2.
- By instance count, the cell type seen most on the critical path is nor3_1.
- Along the critical path, the tally of buffer and inverter instances is 2.
- The cell area after synthesis is between 0.01 and 0.015 sq mm.
- The relative slew slack is approximately 44%.
- The synthesized netlist cell count is approximately 1600.
- Once the floorplan was initialized, standard cells occupied 40.67% of the core.
- The worst-path maximum fanout is 11.
- Setup repair after global routing left no endpoint under its margin.
- Post-CTS timing repair inserted 0 buffers for setup.
- The number of buffers inserted for hold repair after clock tree synthesis is 0.
- The number of distinct library cell variants in the gate-level netlist after synthesis is about 100.
- After synthesis, flip-flops and latches occupy 0% of the total area.
- The routed design could run at a clock period as short as approximately 11 ns.
- For reference, the mux area share after synthesis is approximately 15%.
- The final critical-path share of the clock period is 73.84%.
- In the power breakdown, the internal column shows roughly 0.19 mW.
- The kind of critical path is in -> out.
- The number of global-route vias before repair is 11986.
- In this run the worst hold path is classified as in -> out.
- Per STA, the worst path is made up of clkdlybuf4s50_1 > or3_1 > nor3_1 > nand2_1 > nor2_1 > nand2_1 > nor4_1 > nand2_1 > nor3_1 > xnor2_1 > ha_1 > nand4_1 > nor3_1 > nand4_1 > a31oi_1 > nor3_1 > nor3_1 > o21ai_0 > o211ai_1 > clkdlybuf4s50_1.
- In the log, the iteration count for the first detailed-route pass is 6.
- Power spread over the standard cell area amounts to 39.61 mW/mm^2.
- The synthesized-area fraction occupied by adder cells is about 15%.
- The AND-OR/OR-AND share of the synthesized area is 32.20%.
- The worst-case IR drop observed on VDD is roughly 0.015 mV.
- Per the timing report, the achievable frequency comes out to roughly 90 MHz.
- The switching power is around 0.30 mW.
- For the final routed database, the setup TNS stands at 0 ns.
- The maximum number of pins on one net before global-route repair is roughly 57.
- Fill cells in the final layout number approximately 2800.
- The pin closest to its max-slew limit shows a slew of approximately 0.82 ns.
- Input and output buffers added on the ports amount to ~100.
- The final setup slack of the worst path is between 3 and 4 ns.
- Per the STA report, the cell with the highest stage delay on the worst path is clkdlybuf4s50_1.
- The global route stage reports its total congestion overflow as 0.
- Per the detailed placement report, the placed cell area equals around 0.012 sq mm.
- The final setup violation count is 0.
- In the final report, the number of pins over their slew limit comes to 0.
- The floorplan core area is approximately 0.028 sq mm.
- The combinational family with the most area after synthesis is AND-OR/OR-AND gates.
- The proportion of total power due to net switching is about three fifths.
- The routability congestion estimate from global placement is roughly 1.1.
- The worst endpoint data arrival time is 8.08 ns.
- The global-route usage over all layers is between 30% and 40%.
- The stage logs contain a warning count of between 90 and 100.
- The overall power of the completed layout is 0.4922 mW.
- The floorplan step defined a die boundary enclosing around 0.029 sq mm.
- STA classifies the critical path endpoint as an output port.
- The design has 0 sequential cells.
- The xor-xnor portion of the synthesized cell area is roughly 7.6%.
- The register area is 0 sq um.
-- cell families (layout without fill, tap and decap cells) --
kind of cell | after synthesis | in the layout
xor gates and xnor gates | 97 | 97
muxes | 130 | 130
buffers and inverters | 232 | 233
AOI/OAI and AO/OA | 541 | 541
adders and majority gates | 133 | 133
other | 1 | 2
and+or+nand+nor | 496 | 496
-- layout make-up --
type,count,share of cell area (%)
multi-input combinational,1398,83.26
tap,378,3.806
timing repair buffer,134,9.927
antenna,1,0.02014
inverter,99,2.990
-- cell usage in the layout (no fill, tap or decap), types with 6 or more instances in the layout --
| master | instances |
|---|---|
| nand2_1 | 153 |
| ha_1 | 131 |
| nor2_1 | 129 |
| a21oi_1 | 123 |
| o21ai_0 | 111 |
| clkdlybuf4s50_1 | 95 |
| xnor2_1 | 94 |
| inv_1 | 89 |
| mux2i_1 | 80 |
| nor3_1 | 49 |
| o211ai_1 | 41 |
| nand3_1 | 35 |
| buf_4 | 35 |
| mux4_2 | 28 |
| a211oi_1 | 25 |
| a221oi_1 | 25 |
| o22ai_1 | 21 |
| a21o_1 | 19 |
| mux2_2 | 18 |
| a22oi_1 | 18 |
| nand2b_1 | 16 |
| a31oi_1 | 15 |
| or3_1 | 14 |
| nand4_1 | 14 |
| o2111ai_1 | 14 |
| nor2b_1 | 14 |
| o31ai_1 | 13 |
| and3_1 | 12 |
| o21bai_1 | 11 |
| nor4_1 | 9 |
| a221o_1 | 9 |
| o221ai_1 | 8 |
| a211o_1 | 8 |
| inv_2 | 7 |
| or4_1 | 6 |
| nor2_2 | 6 |
-- power by group through the flow --
stage	Clock (mW)	Combinational [mW]	Sequential, mW
after global routing	0	0.529	0
after CTS	0	0.480	0
-- metal layers --
| layer | track usage (%) | wire [um] | vias to the layer above |
|---|---|---|---|
| met1 | 56.12 | 23340 | 6272 |
| met4 | 9.792 | 1758 | 2 |
| met5 | 0 | 9 | - |
| met2 | 53.46 | 21750 | 748 |
| met3 | 6.891 | 5494 | 87 |
| li1 | - | - | 6087 |
-- through the flow --
| stage | hold slack [ns] | instances | utilization (%) |
|---|---|---|---|
| 6_report | 7.052 | 2010 | 44.61 |
| 5_1_grt | 7.160 | 2009 | 44.60 |
| 4_1_cts | 7.052 | 2009 | 44.60 |
| 3_5_place_dp | 7.050 | 2009 | 44.60 |
| 3_3_place_gp | 7.046 | 2009 | 44.60 |
| 2_1_floorplan | 6.093 | 1630 | - |
-- synthesized netlist by cell type, types with 25 or more instances --
master / number / area (sq um)
ha_1: 131 / 1639
nor3_1: 50 / 250.2
a211oi_1: 25 / 187.7
o211ai_1: 41 / 307.8
clkbuf_1: 69 / 259.0
nand3_1: 35 / 175.2
a221oi_1: 25 / 219.0
a21oi_1: 123 / 615.6
nand2_1: 153 / 574.3
mux2i_1: 80 / 800.8
nor2_1: 132 / 495.5
mux4_2: 28 / 630.6
inv_1: 91 / 341.6
buf_2: 26 / 130.1
o21ai_0: 112 / 560.5
xnor2_1: 94 / 823.3
-- final timing paths --
path                  cells past startpoint              from         end
worst min-delay path                      7  right_operand[3]  result[28]
worst max-delay path                     20   left_operand[3]   result[0]
Power and IR drop assume default switching activity.
